### flow/run.sh
#!/bin/bash
# OpenROAD 26Q1-2900-gdf79404cd8, Yosys 0.63+post, stock flow scripts
make -C /OpenROAD-flow-scripts/flow DESIGN_CONFIG=/design/flow/config.mk WORK_HOME=/design/flow/orfs finish
### flow/config.mk
export PLATFORM = sky130hd
export DESIGN_NAME = multiplier_with_memory
export DESIGN_NICKNAME = multiplier_with_memory
export VERILOG_FILES = /design/flow/design.v
export SDC_FILE = /design/flow/constraint.sdc
export NUM_CORES = 4
export LEC_CHECK = 1
export CORE_AREA = 10 10 83 83
export DIE_AREA = 0 0 93 93
### flow/constraint.sdc
current_design multiplier_with_memory

set clk_period 3.9
set clk_io_pct 0.2

create_clock -name clk0 -period $clk_period

set non_clock_inputs [all_inputs -no_clocks]
set_input_delay [expr $clk_period * $clk_io_pct] -clock clk0 $non_clock_inputs
set_output_delay [expr $clk_period * $clk_io_pct] -clock clk0 [all_outputs]
### flow/design.v
`timescale 1ns / 1ps
module multiplier_with_memory(
    input logic [3:0] a,
    input logic [3:0] b,
    output logic [7:0] result
);
    logic [7:0] memory [0:255];
    logic [7:0] address;
    initial begin
        integer i, j;
        for (i = 0; i < 16; i = i + 1) begin
            for (j = 0; j < 16; j = j + 1) begin
                memory[i * 16 + j] = i * j;  
            end
        end
    end
    assign address = {a, b};  
    assign result = memory[address];  
endmodule
==> out/metrics.csv <==
metric;value;unit
first-pass GRT wire length;7169;um
relative contribution of sequential cells to total power;0;%
crit path launch type;input port;
global placer's final weighted congestion;0.9480;
cell family contributing the most delay on the critical path;buffers and inverters;
synthesis warning total;1;
Slowest-stage cell, CP;sky130_fd_sc_hd__clkdlybuf4s50_1;
kind of capture point of the worst setup path;output port;
maximum clock rate;267.2;MHz
y dimension of the die;93;um
top-level port count;16;
max capacitance violation total;0;
die outline area;8649;um^2
combinational family with the most area after synthesis;AND-OR/OR-AND gates;
post-synthesis mux area share;9.335;%
most frequent cells in the layout;21 x sky130_fd_sc_hd__buf_4, 17 x sky130_fd_sc_hd__a21oi_1, 16 x sky130_fd_sc_hd__nand2_1;
initial antenna violation count;0;
Arr. time, crit path;2960;ps
total tool warning count;42;
total global routing overflow;0;
combinational share of power;100.0;%
Layout clock buffers;0;
iteration count of the initial detailed-routing pass;4;
Worst Tran Pin Value;470.7;ps
Synth Area in Adders;11.09;%
largest fanout on the critical path;33;
Final setup violation count;0;
Distinct cells, synth;55;
Yosys chip area;1354;um^2
sum of net half-perimeters after detailed placement;3021;um
Max Transition Viols Final;0;
yosys stat cell total;199;
cells traversed along the worst timing path;clkdlybuf4s50_1 -> buf_4 -> buf_12 -> nor2b_2 -> nor2_1 -> a311oi_2 -> o211ai_1 -> a21oi_1 -> clkdlybuf4s50_1;
number of cell rows;26;
Basic Gates by Area;26.16;%
width of the die;93;um
ratio of cells with drive above 1 in the final layout;18.06;%
Crit Path Category;input port to output port;
most prevalent standard cell on the critical path;sky130_fd_sc_hd__clkdlybuf4s50_1;
post-route standard cell area excluding fillers;1712;um^2
area taken by flip-flops and latches;0;um^2
overall routing resource usage;9.587;%
antenna viol nets, final;0;
per-cell via count in the routed design;5.283;
peak supply drop;0.03009;mV
Post-route DRC;0;
Worst Path Buf+Inv;4;
leakage power summed over all cells;0.6679;nW
detailed-route wire length per cell;14.41;um
switching component of the power;100.0;uW
total antenna diodes in the routed design;0;
Top-area cell share;11.09;%
via count;1511;
dpl cell area;1677;um^2
worst endpoint required time;3120;ps
final hold slack;2570;ps
growth of design area from synthesis to finish;26.43;%
RSZ-0062 raised after global routing;yes;
run status;finished, final reports clean;
Filler Cell Count;580;
xor/xnor share of the synthesized area;2.588;%
synthesized netlist cell count;199;
worst min-delay path category;input port to output port;
Mapped Area;1354;um^2
power density normalized to cell area;115.9;nW/um^2
delay contributed by the slowest stage of the critical path;480;ps
max_slew headroom;68.52;%
largest net degree at the start of global routing;40;
share of the yosys chip area belonging to registers;0;%
net switching share of the total power;50.42;%
post-detailed-routing wire length;4120;um
initial cell density of the core;26.34;%
violation count after the first detailed-routing iteration;216;
count of port buffers added during placement;16;
time the worst path needs with I/O delays and setup;3743;ps
biggest area contributors in the synthesized netlist;sky130_fd_sc_hd__ha_1 11%, sky130_fd_sc_hd__a21oi_1 6.3%, sky130_fd_sc_hd__o211ai_1 5.5%, sky130_fd_sc_hd__mux2i_1 5.2%, sky130_fd_sc_hd__nand2_1 4.4%;
number of global-route vias before repair;1380;
# Post-CTS Setup Buffers;0;
average instance area after synthesis;6.803;um^2
core region area;5140;um^2
most instantiated logic cell after routing;sky130_fd_sc_hd__buf_4;
and-or/or-and share of the synthesized area;38.08;%
internal power;98.34;uW
relative contribution of the clock network to total power;0;%
post-layout period usage of the worst path;95.97;%
most area-hungry cell type in the Yosys netlist;sky130_fd_sc_hd__ha_1;
sequential cell count;0;
Hold Vio Cnt, Final;0;
## worst min-delay path: cells and delay by family
| family | cells | cell delay, ps |
|---|---|---|
| buffers and inverters | 3 | 830 |
| and+or+nand+nor | 1 | 170 |
## final cells by class
type,count,area [um^2],share of cell area (%)
Multi-Input combinational cell,168,1217,71.13
Timing Repair Buffer,40,375.4,21.93
Inverter,8,31.28,1.827
Tap cell,70,87.58,5.117
## power by group through the flow
stage / clock network, mW / registers, mW / logic (mW)
after CTS: 0 / 0 / 0.195
after global routing: 0 / 0 / 0.221
final: 0 / 0 / 0.198
## synth_stat cells (all sizes together) (3+ instances only)
library cell and instances:
a21oi 17, buf 17, nand2 17, nor2 13, ha 12, o21ai 11, o211ai 10, nor2b 9
inv 7, mux2i 7, clkbuf 6, nand2b 5, a211oi 4, a311oi 4, a21o 3, a31oi 3
and2 3, mux2 3, nor3 3, nor3b 3, o2111ai 3, o221ai 3, xnor2 3
## final timing paths
check             startpoint         to  slack, ps  depth (start not counted)
setup / recovery        b[2]  result[5]        160                          9
hold / removal          b[0]  result[0]       2570                          4
## metrics by stage
stage / setup TNS (ps) / utilization, % / worst slack, ps / cells / power [mW]
after detailed placement: -287.5 / 32.62 / -93.65 / 286 / 0.1917
final: 0 / 33.30 / 157.3 / 286 / 0.1983
after global placement: -249.8 / 32.62 / -75.10 / 286 / 0.1931
after floorplan: 0 / - / 720.7 / 199 / 0.1210
after CTS: 0 / 32.89 / 92.43 / 286 / 0.1950
after global routing: -2.798 / 33.30 / -2.315 / 286 / 0.2207
## cell families (layout without fill, tap and decap cells)
family | Yosys count | count (layout)
and+or+nand+nor | 67 | 67
xor gates and xnor gates | 4 | 4
buffers and inverters | 31 | 48
AOI/OAI and AO/OA | 74 | 74
adders and majority gates | 12 | 12
muxes | 11 | 11
## layer usage
layer / up-vias / part of all wire [%] / GRT usage (%)
met3: 0 / 4.5 / 0.7270
met2: 41 / 47 / 16.12
met4: 0 / 0 / 0
met1: 691 / 49 / 13.84
li1: 779 / - / -
met5: - / 0 / 0
## timing repair
item                                    4_1_cts  5_1_grt
resized                                       6        8
hold buffers                                  0        0
cloned                                        0        0
endpoints found under the setup margin        4        3
pin swaps                                     4        0
Power figures rest on the tool's default switching activity, not on a simulated workload.
