File: flow/design.v
`timescale 1ns / 1ps
module two_bit_comparator(
    input logic [1:0] x,
    input logic [1:0] y,
    output logic x_greater_y,
    output logic x_less_y
);
    always_comb begin
        x_greater_y = (x[1] & ~y[1]) | (~x[1] & ~y[1] & x[0] & ~y[0]) | (x[1] & y[1] & x[0] & ~y[0]);
        x_less_y = (~x[1] & y[1]) | (~x[1] & ~y[1] & ~x[0] & y[0]) | (x[1] & y[1] & ~x[0] & y[0]);
    end
endmodule
module serial_comparator8(
    input logic [7:0] x,
    input logic [7:0] y,
    output logic x_greater_y8,
    output logic x_less_y8
);
    logic [7:0] less_signals, greater_signals;
    two_bit_comparator initial_compare (
        .x(x[1:0]), 
        .y(y[1:0]), 
        .x_less_y(less_signals[0]), 
        .x_greater_y(greater_signals[0])
    );
    genvar i;
    generate
        for (i = 0; i < 6; i = i + 1) begin : comparison_chain
            two_bit_comparator stage_compare (
                .x({x[i+2], greater_signals[i]}), 
                .y({y[i+2], less_signals[i]}), 
                .x_less_y(less_signals[i+1]), 
                .x_greater_y(greater_signals[i+1])
            );
        end
    endgenerate
    assign x_less_y8 = less_signals[6];
    assign x_greater_y8 = greater_signals[6];
endmodule
File: flow/run.sh
#!/bin/bash
# OpenROAD 26Q1-2900-gdf79404cd8, Yosys 0.63+post, stock flow scripts
make -C /OpenROAD-flow-scripts/flow DESIGN_CONFIG=/design/flow/config.mk WORK_HOME=/design/flow/orfs finish
File: flow/config.mk
export PLATFORM = sky130hd
export DESIGN_NAME = serial_comparator8
export DESIGN_NICKNAME = serial_comparator8
export VERILOG_FILES = /design/flow/design.v
export SDC_FILE = /design/flow/constraint.sdc
export NUM_CORES = 4
export LEC_CHECK = 1
export CORE_AREA = 10 10 70 70
export DIE_AREA = 0 0 80 80
File: flow/constraint.sdc
current_design serial_comparator8

set clk_period 2.0
set clk_io_pct 0.2

create_clock -name clk0 -period $clk_period

set non_clock_inputs [all_inputs -no_clocks]
set_input_delay [expr $clk_period * $clk_io_pct] -clock clk0 $non_clock_inputs
set_output_delay [expr $clk_period * $clk_io_pct] -clock clk0 [all_outputs]
==> flow.log <==
[metrics] run summary
[metrics] DRC violation count after routing: 0
[metrics] origin of the worst setup path: y[0]
[metrics] global route overflow: 0
[metrics] setup slack of the critical path after layout: -0.00136 ns
[metrics] netlist area before placement: 170 um^2
[metrics] register area: 0 um^2
[metrics] Most Crowded Layer GR: met2
[metrics] FP Core Util: 4.98%
[metrics] register share after synthesis: 0%
[metrics] synthesized area divided by synthesized cell count: 6.54 um^2
[metrics] most area-hungry cell type in the Yosys netlist: sky130_fd_sc_hd__inv_1
[metrics] Max Cap Violations: 0
[metrics] DP HPWL: 695 um
[metrics] Core Region: 3420 um^2
[metrics] Critical Path End Type: output port
[metrics] number of placed I/O pins: 18
[metrics] hold path cells: 5
[metrics] total power density per cell area: 182 nW/um^2
[metrics] run status: finished, violations left
[metrics] largest fanout on the critical path: 2
[metrics] via count of the first global-routing pass: 275
[metrics] cells after synthesis: 26
[metrics] die height: 80 um
[metrics] total number of sequential cells: 0
[metrics] Overall Global Routing Usage: 2.47%
[metrics] Final Critical Period: 2.00 ns
[metrics] combinational gate area: 169 um^2
[metrics] worst path arrival time: 1.60 ns
[metrics] maximum number of pins on one net before global-route repair: 4
[metrics] post-DR wirelength/cell: 8.33 um
[metrics] antenna cell count: 0
[metrics] worst min-delay path class: in2out
[metrics] chip footprint: 6400 um^2
[metrics] maximum clock rate: 500 MHz
[metrics] antenna violations before repair: 0
[metrics] count of port buffers added during placement: 18
[metrics] hold violation total from the final report: 0
[metrics] met1 Usage GRT: 2.70%
[metrics] number of search-and-repair iterations in the first detailed-routing pass: 4
[metrics] fraction of layout instances using a drive strength above 1: 47.9%
[metrics] count of synthesis-stage warnings from yosys: 1
[metrics] number of vias in the routed layout: 249
[metrics] total of endpoints with negative setup slack in the final report: 1
[metrics] number of nets with antenna violations after routing: 0
[metrics] global-route wire length before repair: 1290 um
[metrics] number of buffers inserted by hold repair at cts: 0
[metrics] category of the most critical setup path: in2out
[metrics] type of origin of the critical path: input pin
[metrics] Unique masters post-synth: 16
[metrics] top cell type by instance count after synthesis: sky130_fd_sc_hd__inv_1
[metrics] total number of placement rows: 21
[metrics] main area contributors: sky130_fd_sc_hd__inv_1, sky130_fd_sc_hd__maj3_2, sky130_fd_sc_hd__a221o_1
[metrics] final RePlAce weighted congestion: 0.709
[metrics] critical hold path startpoint: y[1]
[metrics] peak ir drop on the vdd network: 0.0241 mV
[metrics] Final Core Density: 12.6%
[metrics] most instantiated cells after synthesis: sky130_fd_sc_hd__inv_1, sky130_fd_sc_hd__a221o_1, sky130_fd_sc_hd__maj3_2, sky130_fd_sc_hd__nand2_1
[metrics] data required time of the critical path: 1.60 ns
[metrics] number of design-rule violations left by the first detailed-router iteration: 4
[metrics] Slew HR: 85.5%
[metrics] # fillers: 405
[metrics] violations in the final reports: setup timing
[metrics] standby leakage power: 0.204 nW
[metrics] setup repair after global routing missed its margin: yes
[metrics] share of the clock period used by the worst path: 100%
[metrics] post-synth area from yosys stat: 170 um^2
[metrics] clock tree buffer count of the final layout: 0
[metrics] layout overhead on the synthesized area: 154%
[metrics] buffers inserted by post-CTS timing repair: 0
[metrics] Pins Over Slew Limit: 0
[metrics] Routed Wire Length: 783 um
[metrics] OpenROAD warning count: 34
[metrics] number of cells in the yosys synthesis report: 26
[metrics] Least-Margin Pin Slew: 0.218 ns
[metrics] via density per instance: 2.65
[metrics] final setup TNS: -0.00136 ns
[metrics] global-route track usage on met2: 4.09%
[metrics] Yosys top cell area share: 17.6%
[metrics] met3 Use GR: 1.70%
[metrics] die outline width: 80 um
-- per-stage QoR --
| stage | hold WS [ns] | area (um^2) | power (mW) | std cells | setup slack [ns] |
|---|---|---|---|---|---|
| after global placement | 1.76 | 438 | 0.0819 | 94 | -0.804 |
| after detailed placement | 1.77 | 438 | 0.0834 | 94 | -0.812 |
| after global routing | 1.40 | 432 | 0.0890 | 94 | -0.0821 |
| final | 1.34 | 432 | 0.0786 | 94 | -0.00136 |
| after floorplan | 0.827 | 170 | 0.0282 | 26 | 0.159 |
| after CTS | 1.51 | 439 | 0.0792 | 94 | -0.0288 |
-- final cells by class --
cell class / instances / share of cell area, %
Inverter: 8 / 6.96
Multi-Input combinational cell: 18 / 39.1
Tap cell: 46 / 13.3
Timing Repair Buffer: 22 / 40.6
-- power breakdown --
part | internal [mW] | switching [mW] | leakage, nW | total (mW)
clock | 0 | 0 | 0 | 0
sequential | 0 | 0 | 0 | 0
combinational | 0.0489 | 0.0297 | 0.204 | 0.0786
total | 0.0489 | 0.0297 | 0.204 | 0.0786
-- logic make-up (layout without fill, tap and decap cells) --
logic type               count (synthesis)  after routing  synth area share [%]
AND-OR/OR-AND                            8              8                  41.9
adder cells (fa/ha/maj)                  3              3                  19.1
buffers and inverters                    8             30                  17.6
AND/OR/NAND/NOR                          7              7                  21.3
-- routing by layer --
layer  part of all wire [%]  up-vias
met3                     19        0
li1                       -      139
met1                     42       98
met5                      0        -
met2                     39       12
met4                      0        0
-- worst paths after layout --
path / endpoint / slack, ns
max: x_greater_y8 / -0.001
min: x_less_y8 / 1.34
-- critical path: stages --
cell and delay, ns:
sky130_fd_sc_hd__buf_6 0.09, sky130_fd_sc_hd__nand2b_4 0.12, sky130_fd_sc_hd__maj3_2 0.29, sky130_fd_sc_hd__maj3_2 0.30, sky130_fd_sc_hd__a31oi_2 0.13, sky130_fd_sc_hd__maj3_2 0.18, sky130_fd_sc_hd__buf_2 0.08
-- repair_timing --
item                       in CTS  in global routing
gates resized                  42                  6
pin swaps                       9                  3
cloned                          0                  0
setup endpoints to repair       2                  2
-- cells in the final DEF (no fill, tap or decap), drive strengths merged --
cell type | Yosys | layout
a21oi | 1 | 1
a221o | 2 | 2
a221oi | 2 | 2
a31oi | 1 | 1
buf | 0 | 9
clkbuf | 0 | 2
clkdlybuf4s15 | 0 | 4
clkdlybuf4s50 | 0 | 2
dlygate4sd2 | 0 | 5
inv | 8 | 8
maj3 | 3 | 3
nand2 | 2 | 2
nand2b | 1 | 1
nor2 | 1 | 1
nor2b | 1 | 1
nor3 | 1 | 1
o211a | 1 | 1
o22ai | 1 | 1
or2b | 1 | 1
Power is estimated from default activity; no workload was simulated.
