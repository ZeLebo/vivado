===== ./config.mk =====
export PLATFORM = sky130hd
export DESIGN_NAME = adder_16bit
export DESIGN_NICKNAME = adder_16bit
export VERILOG_FILES = /design/flow/design.v
export SDC_FILE = /design/flow/constraint.sdc
export NUM_CORES = 4
export LEC_CHECK = 1
export CORE_AREA = 10 10 70 70
export DIE_AREA = 0 0 80 80

===== ./run.sh =====
#!/bin/bash
# OpenROAD 26Q1-2900-gdf79404cd8, Yosys 0.63+post, stock flow scripts
make -C /OpenROAD-flow-scripts/flow DESIGN_CONFIG=/design/flow/config.mk WORK_HOME=/design/flow/orfs finish

===== ./design.v =====
`timescale 1ns / 1ps
module adder_4bit(
    input logic [3:0] a,
    input logic [3:0] b,
    input logic cin,
    output logic [3:0] sum,
    output logic cout
);
    logic [3:0] p, g;
    logic [3:0] c;
    assign p = a ^ b;
    assign g = a & b;
    assign c[0] = cin;
    assign c[1] = g[0] | (p[0] & c[0]);
    assign c[2] = g[1] | (p[1] & c[1]);
    assign c[3] = g[2] | (p[2] & c[2]);
    assign cout = g[3] | (p[3] & c[3]);
    assign sum = p ^ c;
endmodule
module adder_16bit(
    input logic [15:0] a,
    input logic [15:0] b,
    input logic cin,
    output logic [15:0] sum,
    output logic cout
);
    logic [3:0] carry;
    adder_4bit U0 (
        .a(a[3:0]), 
        .b(b[3:0]), 
        .cin(cin), 
        .sum(sum[3:0]), 
        .cout(carry[0])
    );
    adder_4bit U1 (
        .a(a[7:4]), 
        .b(b[7:4]), 
        .cin(carry[0]), 
        .sum(sum[7:4]), 
        .cout(carry[1])
    );
    adder_4bit U2 (
        .a(a[11:8]), 
        .b(b[11:8]), 
        .cin(carry[1]), 
        .sum(sum[11:8]), 
        .cout(carry[2])
    );
    adder_4bit U3 (
        .a(a[15:12]), 
        .b(b[15:12]), 
        .cin(carry[2]), 
        .sum(sum[15:12]), 
        .cout(cout)
    );
endmodule

===== ./constraint.sdc =====
current_design adder_16bit

set clk_period 20.7
set clk_io_pct 0.2

create_clock -name clk0 -period $clk_period

set non_clock_inputs [all_inputs -no_clocks]
set_input_delay [expr $clk_period * $clk_io_pct] -clock clk0 $non_clock_inputs
set_output_delay [expr $clk_period * $clk_io_pct] -clock clk0 [all_outputs]

==> summary.txt <==
yosys + openroad results -> required time worst endpoint roughly 17000 ps, number of global-route vias before repair ~450, vias after detailed routing slightly below 400, Setup crit start b[0], FP Util a little over a tenth, max-slew violations 0, dpl hpwl about 1.6 mm, Critical Path Start Type primary input, # hold bufs at CTS 0, Max-Cap Viols 0, routed len/inst approximately 13 um, most instantiated cells after synthesis 16 x fa_1, 10 x inv_1, Highest Clock Rate 65.0 MHz, Synth area leader fa_1, Rows 21, initial antenna violation count 0, Area growth, synth to finish 156%, Yosys Instances 26, CP endpoint kind primary output, Cell Area, Synth 358 um2, core area 0.00342 mm2, dominant cell by count in the synthesized netlist fa_1, final setup violation count 0, DRT iter0 DRCs 2, Peak VDD IR ~0.000011 V, register area 0 um2, tool warnings 32, top cells, area fa_1 90%, inv_1 10%, total global routing overflow 0, Flops 0, pre-CTS setup slack roughly 5300 ps, Final min period approximately 15000 ps, Placement Cell Area ~920 um2, die area between 0.006 and 0.007 mm2, Chip Area, Yosys 358 um2, largest net degree at the start of global routing 2, Post-CTS Resized 0, worst-margin pin slew 112 ps, global-route wire length before repair ~2.2 mm, diodes inserted 0, Routed WL 1.60 mm, final instance area around 920 um2, total track usage approximately 4.5%, Pre-antenna DRT Iters 2, mean post-synth cell area roughly 14 um2, Hold Fails Final Rpt 0, Hold Crit Class primary input to primary output, Top Ports roughly 50, Die W 80 um, status finished clean, Die Height 80 um, Worst slew margin 92.5%, pwr dens approximately 29 mW/mm2, number of vias per cell approximately 3.3, DRC 0, clkbuf count 0, antenna-violating nets left 0, Final GP Congestion approximately 0.9, synth warn 0, Leakage 0.366 nW, register share after synthesis 0%, area share of the largest cell type after synthesis between 80 and 90%, Worst Path Max Fanout 1, min setup slack post-route ~5300 ps, fill cell count approximately 370, final setup TNS 0 ps, synthesized netlist cell count 26, hold path start cin, critical path class primary input to primary output, RSZ-0062 raised after global routing no, number of port buffers around 50, Worst EP arrival roughly 11000 ps, Post-CTS Setup Repair Bufs 0, Cell variety after synth 2, share of post-route cells with drive strength above 1 0%, final core utilization 26.8%, fin crit share 74.3%
routing by layer:
layer	wire, um	part of all wire [%]	vias to the layer above	track usage [%]
li1	-	-	168	-
met1	666	42	180	5.55
met2	479	30	49	5.22
met3	457	29	0	5.34
met4	0	0	0	0
met5	0	0	-	0
layout by cell type, fill, tap and decap left out:
cell / instances
clkdlybuf4s50_1: 50
fa_1: 16
inv_1: 10
kinds of logic (layout without fill, tap and decap cells):
family | count (synthesis) | after routing | synth area share (%)
buf+inv | 10 | 60 | 10.5
fa+ha+maj | 16 | 16 | 89.5
area by class of cell:
cell class	instances	area (um2)	share of cell area (%)
repair buffers	50	500	54.6
multi-input cells	16	320	35.0
well taps	46	57.6	6.28
inverters	10	37.5	4.10
worst max-delay path: stages:
cell and delay (ps):
clkdlybuf4s50_1 400, inv_1 80, fa_1 160, inv_1 50, fa_1 370, fa_1 390, fa_1 390, fa_1 390
fa_1 390, fa_1 380, fa_1 390, fa_1 390, fa_1 380, fa_1 390, fa_1 380, fa_1 400
fa_1 390, fa_1 370, inv_1 70, fa_1 400, inv_1 60, clkdlybuf4s50_1 480
final timing paths:
| path | endpoint | cells after the start |
|---|---|---|
| worst max-delay path | sum[15] | 22 |
| worst min-delay path | sum[0] | 5 |
through the flow:
step	hold WS [ps]	total power, mW	cells
finish	9350	0.0263	122
global route	9410	0.0292	122
CTS	9360	0.0272	122
detailed placement	9350	0.0271	122
global placement	9350	0.0269	122
floorplan	8390	0.00314	26
report_power, final:
| group | leakage [nW] | total (mW) | switching (mW) | internal [mW] |
|---|---|---|---|---|
| clock network | 0 | 0 | 0 | 0 |
| registers | 0 | 0 | 0 | 0 |
| logic | 0.366 | 0.0263 | 0.00707 | 0.0193 |
Power figures rest on the tool's default switching activity, not on a simulated workload.
